[design/flow/config.mk]
export PLATFORM = sky130hd
export DESIGN_NAME = SPI_wrapper
export DESIGN_NICKNAME = SPI_wrapper
export VERILOG_FILES = /design/flow/design.v
export SDC_FILE = /design/flow/constraint.sdc
export NUM_CORES = 4
export LEC_CHECK = 1
export CORE_UTILIZATION = 50
[design/flow/constraint.sdc]
current_design SPI_wrapper

set clk_period 45.4
set clk_io_pct 0.2

create_clock -name clk0 -period $clk_period [get_ports {clk}]

set non_clock_inputs [all_inputs -no_clocks]
set_input_delay [expr $clk_period * $clk_io_pct] -clock clk0 $non_clock_inputs
set_output_delay [expr $clk_period * $clk_io_pct] -clock clk0 [all_outputs]
[design/flow/design.v]
module RAM(
    input clk,rst_n,
    input [9:0] din,
    input rx_valid,
    output reg [7:0] dout,
    output reg tx_valid
);
parameter   MEM_DEPTH = 256,
            ADDR_SIZE = 8;
reg [ADDR_SIZE-1:0] mem [MEM_DEPTH-1:0];
reg [ADDR_SIZE-1:0] wr_addr,rd_addr;
always @(posedge clk) begin
    if (!rst_n) begin
        dout <= 0;
        tx_valid <= 0;
        wr_addr <= 0;
        rd_addr <= 0;
    end else begin
        if (rx_valid) begin
            case (din[9:8])
                2'b00: begin
                    wr_addr <= din[7:0];         
                    tx_valid <= 0;
                end
                2'b01: begin
                    mem[wr_addr] <= din[7:0];    
                    tx_valid <= 0;
                end
                2'b10: begin
                    rd_addr <= din[7:0];         
                    tx_valid <= 0;
                end
                2'b11: begin
                    dout <= mem[rd_addr];        
                    tx_valid <= 1;
                end
            endcase
        end else begin
             tx_valid <= 0;
        end
    end
end
endmodule
module SPI_slave (
    input clk,rst_n,
    input MOSI,
    input [7:0] tx_data,
    input tx_valid,
    input SS_n,
    output reg MISO,
    output reg [9:0] rx_data,
    output reg rx_valid
);
parameter   IDLE = 3'b000,
            CHK_CMD = 3'b001,
            WRITE = 3'b010,
            READ_ADD = 3'b011,
            READ_DATA = 3'b100;
reg [2:0] ns,cs;
reg read_flag;               
reg [3:0] counter_s_p,counter_p_s;
reg [9:0] shift_reg;
reg [7:0] temp;
always @(posedge clk) begin
    if (!rst_n) begin
        cs <= IDLE;
    end else begin
        cs <= ns;
    end
end
always @(*) begin
    case (cs)
        IDLE: begin
            if (SS_n) ns = IDLE;
            else ns = CHK_CMD;
        end
        CHK_CMD: begin
            if (SS_n) begin
                ns = IDLE;
            end else begin
                if (MOSI) begin
                    if (read_flag) begin
                        ns = READ_DATA;
                    end else begin
                        ns = READ_ADD;
                    end
                end else ns = WRITE;
            end
        end
        WRITE: begin
            if (SS_n == 0) ns = WRITE;
            else ns = IDLE;
        end
        READ_ADD: begin
            if (SS_n == 0) ns = READ_ADD;
            else ns = IDLE;
        end
        READ_DATA: begin
            if (SS_n == 0) ns = READ_DATA;
            else ns = IDLE;
        end
        default: ns = IDLE;
    endcase
end
always @(posedge clk) begin
    if (!rst_n) begin
        rx_valid <= 0;
        rx_data <= 10'b0;
        MISO <= 0;
        read_flag <= 0;
        counter_s_p <= 0;
        counter_p_s <= 0;
        shift_reg <= 0;
        temp <= 0;
    end else begin
        case (cs)
        IDLE , CHK_CMD : begin
            counter_s_p <= 0;
            counter_p_s <= 0;
            shift_reg <= 0;
            rx_valid <= 0;
            rx_valid <= 0;
            temp <= 0;
            MISO <= 0;
        end
        WRITE: begin
            if (counter_s_p < 11 ) begin  
                 counter_s_p <= counter_s_p + 1;
                 if (counter_s_p < 10 ) begin  
                    shift_reg <= {shift_reg ,MOSI} ;  
                 end else if (shift_reg[9]== 1'b0)begin  
                     rx_valid <= 1;
                     rx_data <= shift_reg ;
                 end
            end else begin
                rx_valid <= 0 ;
            end
        end 
        READ_ADD: begin
            if (counter_s_p < 11 ) begin  
                 counter_s_p <= counter_s_p + 1;
                 if (counter_s_p < 10 ) begin  
                    shift_reg <= {shift_reg ,MOSI} ;  
                 end else if (shift_reg[9:8]== 2'b10)begin  
                     rx_valid <= 1;
                     rx_data <= shift_reg ;
                     read_flag <= 1 ;
                 end
            end else begin
                rx_valid <= 0 ;
            end
        end     
        READ_DATA: begin
            if(tx_valid == 0)begin
                if (counter_s_p < 11)begin
                    counter_s_p <= counter_s_p + 1;
                    if (counter_s_p < 10) begin
                        shift_reg <= {shift_reg[8:0],MOSI};
                    end else if (shift_reg[9:8] == 2'b11) begin
                        rx_valid <= 1;
                        rx_data <= shift_reg;
                    end
                end else if (counter_s_p > 11 && counter_p_s < 8) begin
                    {MISO,temp} <= {temp,1'b0};
                    read_flag <= 0;
                    counter_p_s <= counter_p_s + 1;
                end else begin  
                    rx_valid <= 0;
                end
            end else begin
                counter_s_p <= counter_s_p + 1;
                temp <= tx_data;
            end 
        end
        endcase
    end 
end 
endmodule
module SPI_wrapper (
    input clk,rst_n,
    input MOSI,
    input SS_n,
    output MISO
);
wire [9:0] rx_data;
wire rx_valid;
wire [7:0] tx_data;
wire tx_valid;
SPI_slave SPI(clk,rst_n,MOSI,tx_data,tx_valid,SS_n,MISO,rx_data,rx_valid);
RAM RAM(clk,rst_n,rx_data,rx_valid,tx_data,tx_valid);
endmodule
[design/flow/run.sh]
#!/bin/bash
# OpenROAD 26Q1-2900-gdf79404cd8, Yosys 0.63+post, stock flow scripts
make -C /OpenROAD-flow-scripts/flow DESIGN_CONFIG=/design/flow/config.mk WORK_HOME=/design/flow/orfs finish
==> qor.txt <==
sequential-to-total area share from yosys stat -> 75.9%
part of the power in combinational logic -> 0.1%
IO Count -> 5
Min-Delay Startpoint -> SPI.cs[0]$_DFF_P_
Setup Buffers After CTS -> 0
Post-synth area hogs -> edfxtp_1 (74%), mux4_2 (11%), mux2i_1 (2.7%)
Max Clk Rate -> 84.7 MHz
worst reg2reg path endpoint -> RAM.dout[7]$_SDFFE_PN0P_
core area -> 0.165 mm²
Layout Skew -> 0.0625 ns
antenna violations before repair -> 2
number of max-cap violations -> 0
Final Core Density -> 55.8%
WL final -> 216 mm
drt pass-1 iters -> 6
Post-Syn Area -> 0.0828 mm²
Max transition margin -> 40.4%
Worst Tran Pin Value -> 0.871 ns
PnR worst setup slack -> 33.60 ns
Pleak -> 27.9 nW
routability cong. -> 0.975
Setup WS pre-CTS -> 32.82 ns
Commonest flop -> edfxtp_1
top logic cells by instance count in the layout -> edfxtp_1 (2048), mux4_2 (402), nor2_1 (320)
internal power -> 0.00305 W
worst min path class -> reg -> reg
routed vias -> 40.9k
Final setup viols -> 0
number of port buffers -> 4
DRT antenna net count -> 0
Final Critical Period -> 11.81 ns
CP Data Arrival Time -> 12.24 ns
gr usage total -> 29.8%
Synth area leader -> edfxtp_1
endpoint class of the critical path -> flop
H-tree depth -> 4
status -> finished clean
CTS tree -> yes
largest net degree at the start of global routing -> 99
DP Wirelength -> 133 mm
CP required -> 45.84 ns
Yosys warnings -> 2
Post-CTS Hold Buffers -> 0
synthesized instance count -> 4097
Top-area cell share -> 74.2%
flop2flop setup slack -> 40.20 ns
setup TNS -> 0 ns
Cell variety after synth -> 68
Root Buffer -> clkbuf_16
Net Sw Power -> 0.000746 W
Synth flops -> 2117
async set-reset flop share out of synthesis -> 0%
fin cells -> 6582
via/cell ratio -> 6.22
Worst Hold Depth -> 2
fraction of layout cells with a size suffix above 1 -> 20.8%
Tool Warnings -> 26
period utilisation layout -> 26.0%
clk sinks -> 2117
sequential share of power -> 55.6%
CP Launch Type -> input pin
Pre-Place Util -> 50.3%
num rows -> 149
R2R Path Start -> RAM.rd_addr[0]$_SDFFE_PN0P_
worst hold slack -> 0.432 ns
Post-synth EDFFs -> 2048
grt total ovfl -> 0
Die W -> 409 µm
peak supply drop -> 0.0000420 V
Die Area -> 0.167 mm²
Fin. Hold Viols -> 0
Clock power frac -> 44.3%
WL/cell -> 32.9 µm
worst-case reg-to-reg path depth -> 10
worst hold path endpoint -> SPI.cs[3]$_DFF_P_
area grow syn2layout -> 11.0%
ys cells -> 4097
Reg clk slew, reported paths -> 0.06 ns
number of global-route vias before repair -> 45.4k
# DRC -> 0
final slew viol count -> 0
Commonest Layout Cell -> edfxtp_1
Crit Path Max Fanout -> 10
Die Ht -> 409 µm
Switching Share -> 19.7%
RSZ-0062 raised after global routing -> false
first-pass GRT wire length -> 314 mm
max reg flops -> 2048
Yosys Chip Area -> 0.0828 mm²
critical path type -> in -> reg
pwr dens -> 41.3 mW/mm²
placed insts -> 6193
fill cell total of the finished layout -> 11.9k
Iter 0 DRT Violations -> 3049
syn_area_per_cell -> 20.2 µm²
PostCTS Resize Cnt -> 0
Latency at later pin -> 0.87 ns
Max Buffers Root-to-Sink -> 3
clock buffer count from CTS -> 208
-- critical path, stage by stage --
cell and delay [ns]:
clkdlybuf4s50_1 0.68, nand2_1 0.11, or3_1 0.34, nor3b_1 0.47, nand2_1 0.55, buf_4 0.44
nor2_1 0.56
-- Yosys cell counts, types with 5 or more instances --
| cell type | instances |
|---|---|
| a2111oi_0 | 17 |
| a211oi_1 | 20 |
| a21oi_1 | 65 |
| a22o_1 | 7 |
| a22oi_1 | 55 |
| a31oi_1 | 12 |
| and2_1 | 14 |
| and3_1 | 6 |
| buf_1 | 15 |
| buf_12 | 22 |
| buf_2 | 46 |
| buf_4 | 25 |
| buf_6 | 27 |
| buf_8 | 9 |
| clkbuf_1 | 99 |
| dfxtp_1 | 69 |
| edfxtp_1 | 2048 |
| inv_1 | 8 |
| mux2_2 | 22 |
| mux2i_1 | 225 |
| mux4_1 | 42 |
| mux4_2 | 402 |
| nand2_1 | 142 |
| nand2b_1 | 11 |
| nand3_1 | 72 |
| nand4_1 | 13 |
| nor2_1 | 321 |
| nor2b_1 | 11 |
| nor3_1 | 20 |
| nor4_1 | 9 |
| o2111ai_1 | 7 |
| o211ai_1 | 8 |
| o21a_1 | 6 |
| o21ai_0 | 34 |
| o221ai_1 | 36 |
| o22ai_1 | 77 |
| o31ai_1 | 5 |
| or4_1 | 14 |
-- final cells by class --
cell class | instances | area [µm²] | area share (%)
Multi-Input combinational cell | 1727 | 18200 | 19.8
Clock buffer | 243 | 5360 | 5.83
Tap cell | 2189 | 2740 | 2.98
Sequential cell | 2117 | 62900 | 68.5
Antenna cell | 2 | 5.00 | 0.00544
Inverter | 10 | 42.5 | 0.0463
Timing Repair Buffer | 150 | 1250 | 1.36
Clock inverter | 144 | 1380 | 1.50
-- worst max path at each step --
stage / slack, ns / from / to / cells past startpoint
final: 33.60 / rst_n / RAM.mem[162][0]$_DFFE_PP_ / 7
after global routing: 33.43 / rst_n / RAM.mem[162][0]$_DFFE_PP_ / 7
after CTS: 33.68 / rst_n / RAM.mem[162][0]$_DFFE_PP_ / 7
-- per-stage QoR --
stage | area [µm²] | power (W)
final | 91900 | 0.00379
after global placement | 85200 | 0.00215
after floorplan | 82800 | 0.00215
after CTS | 91900 | 0.00382
after detailed placement | 85200 | 0.00215
after global routing | 91900 | 0.00389
-- power by group through the flow --
stage	Clock [W]	Combinational, W	Sequential, W
after CTS	0.00171	0.00000505	0.00211
after global routing	0.00178	0.00000550	0.00211
final	0.00168	0.00000505	0.00211
-- cells by family (layout without fill, tap and decap cells) --
| logic type | Yosys count | after routing | share of synthesized area, % |
|---|---|---|---|
| and+or+nand+nor | 651 | 651 | 3.42 |
| AOI/OAI and AO/OA | 383 | 383 | 3.22 |
| adders and majority gates | 2 | 2 | 0.0302 |
| buffers and inverters | 253 | 547 | 2.13 |
| DFF | 2117 | 2117 | 75.9 |
| muxes | 691 | 691 | 15.3 |
| other | 0 | 2 | 0 |
-- metal layers --
metal	routed length, µm	global-route usage [%]	vias up
met5	143	0.632	-
met4	9160	9.11	4
met3	36000	21.6	386
met2	101000	41.5	2970
met1	70500	39.8	20300
li1	-	-	17200
Power is estimated from default activity; no workload was simulated.
